<file path="run.sh">
#!/bin/bash
# OpenROAD 26Q1-2900-gdf79404cd8, Yosys 0.63+post, stock flow scripts
make -C /OpenROAD-flow-scripts/flow DESIGN_CONFIG=/design/flow/config.mk WORK_HOME=/design/flow/orfs finish
</file>
<file path="constraint.sdc">
current_design barrelshifter32

set clk_period 3.5
set clk_io_pct 0.2

create_clock -name clk0 -period $clk_period

set non_clock_inputs [all_inputs -no_clocks]
set_input_delay [expr $clk_period * $clk_io_pct] -clock clk0 $non_clock_inputs
set_output_delay [expr $clk_period * $clk_io_pct] -clock clk0 [all_outputs]
</file>
<file path="config.mk">
export PLATFORM = sky130hd
export DESIGN_NAME = barrelshifter32
export DESIGN_NICKNAME = barrelshifter32
export VERILOG_FILES = /design/flow/design.v
export SDC_FILE = /design/flow/constraint.sdc
export NUM_CORES = 4
export LEC_CHECK = 1
export CORE_UTILIZATION = 40
</file>
<file path="design.v">
`timescale 1ns / 1ps
module barrelshifter32(
input [31:0] a,
input [4:0] b, input [1:0] aluc, output reg [31:0] c
);
reg [31:0] tc;
reg [4:0] counter;
reg [4:0] plus;
always@(*)
    begin
        if (aluc[0]) c = (a << b);
        else if (aluc[1]) c = (a >> b);
        else if (!a[31]) c = (a >> b);
        else c = (a >> b) |(~(32'b11111111111111111111111111111111 >> b));
    end
endmodule
</file>
==> summary.log <==
INFO  status         run_status=complete, no violations
INFO  power          cellLeakagePower=0.00289uW
INFO  drt            via_count=5,845
INFO  placement      dpl_ws=-0.417ns
INFO  logic_synthesis most_common_cell=nand2_1
INFO  logic_synthesis postSynthCellCount=528
INFO  global_route   grt_start_max_net_pins=39
INFO  die            die_y_size=106um
INFO  global_route   gr-total-overflow=0
INFO  logic_synthesis synth.avg_cell_area=8.20um^2
INFO  placement      dpl.hpwl=17,200um
INFO  layout         seq_cell_count=0
INFO  global_route   grt_antenna_before_repair=0
INFO  global_route   globalRouteTotalUtil=39.7%
INFO  final_timing   final-max-slew-violation-count=0
INFO  die            placement_rows=37
INFO  die            num_io_pins=71
INFO  final_timing   max_freq=286MHz
INFO  logic_synthesis synthDominantAreaCellType=mux4_2
INFO  layout         final_util=65.8%
INFO  worst_setup_path crit_fanout=10
INFO  worst_setup_path worst_setup_path_end_kind=output pin
INFO  drt            drt_first_pass_iters=5
INFO  die            die-area=0.0112mm^2
INFO  die            core-area=0.0104mm^2
INFO  logic_synthesis yosysWarnings=1
INFO  worst_setup_path setup.worst_path.class=in -> out
INFO  logic_synthesis netlist.area_leader.share=25.5%
INFO  die            initial_utilization=41.6%
INFO  layout         comb_area=0.00415mm^2
INFO  flow_run       maxCapViolations=0
INFO  worst_setup_path cp.required=2.80ns
INFO  placement      gp_congestion=1.07
INFO  placement      io_buffers=71
INFO  worst_setup_path critical_path.startpoint_type=input pin
INFO  min_path       worstHoldPathCells=5
INFO  flow_run       stage_log_warnings=34
INFO  drt            avgRoutedWirePerCell=24.6um
INFO  layout         n_clock_buffer=0
INFO  drt            antenna-diode-count=0
INFO  global_route   wire_length_of_the_first_global_routing_pass=32,200um
INFO  drt            postRouteWirelength=22,000um
INFO  die            die_w=106um
INFO  worst_setup_path cp_data_arrival_time=2.79ns
INFO  final_timing   tightest_slew=0.641ns
INFO  final_timing   min_period_over_period=99.8%
INFO  global_route   grt_pass1_vias=5,453
INFO  logic_synthesis synth_seq_share=0%
INFO  final_timing   unrepaired_setup_endpoints_after_global_routing=yes
INFO  drt            residual_drc=0
INFO  drt            drt_iter0_drc=426
INFO  logic_synthesis top_cells_by_count=nand2_1 (62), mux2i_1 (53), mux4_2 (49), nor2_1 (49), a21oi_1 (30)
INFO  layout         area.growth.synth_to_final=58.2%
INFO  logic_synthesis netlist_area=0.00433mm^2
INFO  layout         layout.filler_cells=835
INFO  drt            post_drt_via_cell_ratio=6.54
INFO  final_timing   timing.final.hold_violations=0
INFO  logic_synthesis netlist_top_cells_area=mux4_2 (25%), mux2i_1 (12%), nand2_1 (5.4%)
INFO  final_timing   slew_headroom=57.1%
INFO  logic_synthesis yosys.cell_types.count=63
INFO  layout         layout.area.seq=0um^2
INFO  logic_synthesis synth.yosys.num_cells=528
INFO  logic_synthesis ys_area=0.00433mm^2
INFO  layout         layout-drive-gt1-share=48.7%
INFO  final_timing   setup_viol=0
INFO  drt            post_drt_antenna_nets=0
INFO  min_path       hold_path.class=in -> out
INFO  final_timing   layout_min_cycle_time=3.49ns
INFO  power          cell_area_power_density=170mW/mm^2
INFO  power          worst_ir_drop_vdd=127uV
INFO  final_timing   finalWorstSetupSlack=0.00669ns
## layout by cell type (no fill, tap or decap), drive strengths merged, types with 9 or more instances in the layout
cell             n
nor2            49
nand2           62
clkdlybuf4s50   29
a31oi           10
clkbuf          21
o22ai           16
a22oi           10
mux2            12
buf            223
nor3            14
mux2i           54
a211oi          14
a21oi           30
mux4            56
clkdlybuf4s15    9
o21ai           27
## metrics by stage
stage / power [uW] / cells / area (um^2) / hold WS [ns] / TNS, ns
floorplan: 499 / 528 / 4330 / 1.56 / 0
CTS: 1080 / 885 / 6610 / 2.42 / -0.0421
detailed placement: 1070 / 880 / 6510 / 2.52 / -7.85
finish: 1160 / 894 / 6850 / 2.04 / 0
global route: 1220 / 894 / 6850 / 2.10 / -0.0799
global placement: 1060 / 880 / 6510 / 2.48 / -7.04
## worst max-delay path: stages
cell	delay [ns]
buf_16	0.13
buf_12	0.13
buf_4	0.13
mux2i_2	0.17
buf_4	0.15
a22oi_1	0.15
o211ai_1	0.30
o221ai_1	0.26
o31a_1	0.20
clkdlybuf4s50_1	0.46
## worst paths after layout
kind              slack, ns    end     from
setup / recovery      0.007  c[23]     b[0]
hold / removal         2.04  c[31]  aluc[0]
## where the power goes
part / switching, uW / leakage [uW] / internal, uW / total, uW
combinational: 562 / 0.00289 / 600 / 1160
clock: 0 / 0 / 0 / 0
sequential: 0 / 0 / 0 / 0
total: 562 / 0.00289 / 600 / 1160
## kinds of logic (layout without fill, tap and decap cells)
logic type / count (synthesis) / in the layout / synth area share (%)
multiplexers: 122 / 122 / 45.4
AND-OR/OR-AND: 175 / 175 / 28.6
AND/OR/NAND/NOR: 161 / 161 / 16.7
buffers and inverters: 70 / 300 / 9.36
## final cells by class
type / instances / area share (%)
multi-input combinational: 458 / 60.6
timing repair buffer: 294 / 36.5
tap: 136 / 2.48
inverter: 6 / 0.383
## routing by layer
metal | wire length, um | global-route usage, % | up-vias
li1 | - | - | 2600
met1 | 8620 | 57.1 | 2750
met2 | 9750 | 60.6 | 423
met3 | 2730 | 10.4 | 72
met4 | 927 | 10.4 | 0
met5 | 0 | 0 | -
## timing repair
| action | CTS | global route |
|---|---|---|
| setup buffers | 5 | 6 |
| cloned | 0 | 3 |
| setup endpoints to repair | 32 | 31 |
| resized | 71 | 91 |
| pin swaps | 7 | 10 |
| hold buffers | 0 | 0 |
Power and IR drop assume default switching activity.
